==> ./design.v <==
module Multiplication_pipeline(
		input clk, rst,
		input [31:0] a_operand,
		input [31:0] b_operand,
		output exception, overflow, underflow,
		output [31:0] result
		);
wire sign,normalised,zero;
wire [8:0] exponent,sum_exponent, exponent_raw;
wire [22:0] product_mantissa;
wire [23:0] operand_a,operand_b;
wire [47:0] product,product_normalised;  
wire guard_bit, round_bit, sticky_bit, round_up;
assign sign = a_operand[31] ^ b_operand[31];
assign exception = (&a_operand[30:23]);
wire a_is_zero = (a_operand[30:23] == 8'd0) && (a_operand[22:0] == 23'd0);
assign operand_a = (|a_operand[30:23]) ? {1'b1,a_operand[22:0]} : {1'b0,a_operand[22:0]};
assign operand_b = {1'b1,b_operand[22:0]};
reg [23:0] op_a_reg, op_b_reg;
reg exception_reg, a_is_zero_reg, sign_reg;
reg [7:0] a_exponent_reg, b_exponent_reg;
always @ (posedge clk) begin
    if (!rst) begin
        op_a_reg       <= 'b0;  
        op_b_reg       <= 'b0;
        exception_reg  <= 'b0;
        a_is_zero_reg  <= 'b0;
        sign_reg       <= 'b0;
        a_exponent_reg <= 'b0; 
        b_exponent_reg <= 'b0;
    end else begin
        op_a_reg      <= operand_a;
        op_b_reg      <= operand_b;
        exception_reg <= exception;
        a_is_zero_reg <= a_is_zero;
        sign_reg      <= sign;
        a_exponent_reg <= a_operand[30:23]; 
        b_exponent_reg <= b_operand[30:23];
    end
end
assign product = op_a_reg * op_b_reg;	
assign sum_exponent = a_exponent_reg + b_exponent_reg;
assign exponent_raw = sum_exponent - 8'd127;
reg [47:0] product_reg;
reg [8:0] exponent_reg;
reg a_is_zero_reg2, exception_reg2, sign_reg2;
always @(posedge clk) begin
    if (!rst) begin
        product_reg    <= 'b0;
        exponent_reg   <= 'b0;
        a_is_zero_reg2 <= 'b0;
        exception_reg2 <= 'b0;
		  sign_reg2      <= 'b0;
    end else begin
        product_reg    <= product;
        exponent_reg   <= exponent_raw;
        a_is_zero_reg2 <= a_is_zero_reg;
        exception_reg2 <= exception_reg;
		  sign_reg2      <= sign_reg;
    end
end
assign normalised = product_reg[47];	
assign product_normalised = normalised ? product_reg : product_reg << 1;	
assign guard_bit = product_normalised[23];
assign round_bit = product_normalised[22];
assign sticky_bit = |product_normalised[21:0];
assign round_up = guard_bit & (round_bit | sticky_bit | product_normalised[24]);
assign product_mantissa = product_normalised[46:24] + round_up;
assign exponent = exponent_reg + normalised;
assign zero = exception_reg2 ? 1'b0 : a_is_zero_reg2 ? 1'b1 : ((product_mantissa == 23'd0) && (exponent == 8'd0));
assign overflow = ((exponent[8] & !exponent[7]) && !zero) ;  
assign underflow = ((exponent[8] & exponent[7]) && !zero) ? 1'b1 : 1'b0; 
assign result = exception_reg2 ? 32'd0 : zero ? {sign_reg2,31'd0} : overflow ? {sign_reg2,8'hFF,23'd0} : underflow ? {sign_reg2,31'd0} : {sign_reg2,exponent[7:0],product_mantissa};
endmodule
module dequantizer_block (
    input clk, rst,
    input [31:0] level_int,
    input is_weight,
    output reg [31:0] weight_fp_reg
);
    wire  [31:0] level_fp, qstep;
    wire  level_exception, level_overflow, level_underflow;
    int_to_fp32_pipeline int_to_fp (
		  .clk(clk),
		  .rst(rst),
        .int_in(level_int),
        .Exception(level_exception),
        .Overflow(level_overflow),
        .Underflow(level_underflow),
        .result(level_fp)
    );
    reg [31:0] level_fp_reg;
	 reg [31:0] qstep_reg1, qstep_reg2;
    always @(posedge clk) begin
        if (!rst) begin
            level_fp_reg <= 'b0;
				qstep_reg1 <= 'b0;
				qstep_reg2 <= 'b0;
        end else begin
            level_fp_reg <= level_fp;
				qstep_reg1 <= (is_weight) ? 32'h3abfffe0 : 32'h36200013;
				qstep_reg2 <= qstep_reg1;
		  end
    end
	 wire [31:0] weight_fp;
	 wire excp, ovfl, unfl;
	  Multiplication_pipeline multiplier (
		 .clk(clk),
		 .rst(rst),
		 .a_operand(level_fp_reg),
		 .b_operand(qstep_reg2),
		 .exception(excp),
		 .overflow(ovfl),
		 .underflow(unfl),
		 .result(weight_fp)
	  );
	  always @(posedge clk) begin
			if (!rst) begin
				weight_fp_reg = 'b0;
			end else begin
				weight_fp_reg = weight_fp;
			end
	  end
endmodule
module dequantizer_blockx2 (
	input clk, rst,
	input [31:0] level1, level2,
	input is_weight1, is_weight2,
	output [31:0] weight_fp1, weight_fp2
);
		dequantizer_block d_b1 (
        .clk(clk),
        .rst(rst),
        .level_int(level1),
        .is_weight(is_weight1),
        .weight_fp_reg(weight_fp1)
      );
		 dequantizer_block d_b2 (
        .clk(clk),
        .rst(rst),
        .level_int(level2),
        .is_weight(is_weight2),
        .weight_fp_reg(weight_fp2)
      );
endmodule
module int_to_fp32_pipeline (
    input wire         clk, rst,
    input  wire [31:0] int_in,
    output wire        Exception,
    output wire        Overflow,
    output wire        Underflow,
    output wire [31:0] result
);
wire        sign;
wire [31:0] abs_val;
wire [4:0]  leading_zeros;
wire [8:0]  exponent_raw;
wire [22:0] mantissa;
wire        round_up, guard_bit, round_bit, sticky_bit;
wire [55:0] shifted_val;
wire [31:0] int_abs_shifted;
wire [23:0] mantissa_round, mantissa_ext;
wire [8:0]  exponent_final;
wire        mantissa_overflow;
wire        is_zero;
wire [4:0] out_lzc;
wire v_lzc;
wire [5:0] num_bits, num_exp;
wire [22:0] mantissa_piece;
assign sign = int_in[31];
assign abs_val = sign ? (~int_in + 1) : int_in;
assign is_zero = (abs_val == 32'd0);
miao_lzc32 lzc32(
    .in     (abs_val),
    .out_z  (out_lzc),
    .v      (v_lzc)
  );
assign leading_zeros = out_lzc;
assign int_abs_shifted = abs_val << leading_zeros;
assign num_bits = 'd32 - leading_zeros;
assign num_exp = num_bits - 'b1;
reg is_zero_reg, sign_reg;
reg [5:0] num_exp_reg;
reg [31:0] int_abs_shifted_reg;
always @(posedge clk) begin
    if (!rst) begin
      is_zero_reg         <= 'b0;
      num_exp_reg         <= 'b0;
      int_abs_shifted_reg <= 'b0;
      sign_reg            <= 'b0;
    end else begin
      is_zero_reg         <= is_zero;
      num_exp_reg         <= num_exp;
      int_abs_shifted_reg <= int_abs_shifted;
      sign_reg            <= sign;
    end
end
assign mantissa_piece = int_abs_shifted_reg[31:8]; 
assign guard_bit  = int_abs_shifted_reg[7];  
assign round_bit  = int_abs_shifted_reg[6];  
assign sticky_bit = |int_abs_shifted_reg[5:0];  
assign round_up   = guard_bit & (round_bit | sticky_bit | mantissa_piece[0]);
assign mantissa_ext = {1'b0, mantissa_piece};  
assign mantissa_round = mantissa_ext + round_up;
assign mantissa_overflow = mantissa_round[23];  
assign mantissa = mantissa_overflow ? mantissa_round[22:0] >> 1 : mantissa_round[22:0];
assign exponent_raw = 8'd127 + num_exp_reg + mantissa_overflow;
assign exponent_final = is_zero_reg ? 8'd0 : exponent_raw;
assign Exception = 1'b0;  
assign Overflow  = (exponent_final[8] & !exponent_final[7]) && !is_zero_reg;
assign Underflow = !is_zero_reg && (~|exponent_final);
assign result    = is_zero_reg   ? 32'd0 :
                   Overflow  ? {sign_reg, 8'hFF, 23'd0} :
                   Underflow ? {sign_reg, 31'd0} :
                   {sign_reg, exponent_final[7:0], mantissa};
endmodule
module lzc_miao_8_old (
  input [7:0] in,
  output wire [2:0] out_z,
  output wire v
  );
  wire q1, q2, q3, q4, q5, q6, q7;
  wire g1, g2, g3, g4;
  assign q1 = !(in[7] | in[6]);
  assign q2 = !(in[7] | (!in[6] & in[5]));
  assign q3 = !(in[5] | in[4]);
  assign q4 = in[4] | in[6];
  assign q5 = !(in[3] | in[2]);
  assign q6 = !(in[3] | (!in[2] & in[1]));
  assign q7 = !(in[1] | in[0]);
  assign g1 = !(q1 & q3);
  assign g2 = !(q1 & (!q3 | q5));
  assign g3 = !(q2 & (q4 | q6));
  assign g4 = !(q5 & q7);
  assign out_z[0] = g3;
  assign out_z[1] = g2;
  assign out_z[2] = g1;
  assign v = (g1 | g4);
endmodule
module lzc_miao_16 (
  input [15:0] in,
  output wire [3:0] out_z,
  output wire v
  );
  wire [2:0] zh, zl;
  wire vh, vl;
  lzc_miao_8 lzc_8_h (.in (in[15:8]), .out_z (zh), .v (vh));
  lzc_miao_8 lzc_8_l (.in (in[7:0]), .out_z (zl), .v (vl));
  assign out_z[0] = !(!zh[0] & (!vh & zl[0]));
  assign out_z[1] = !(!zh[1] & (!vh & zl[1]));
  assign out_z[2] = !(!zh[2] & (!vh & zl[2]));
  assign out_z[3] = !vh;
  assign v = !(vh | vl);
endmodule
module miao_lzc32 (
  input  [31:0] in,
  output [4:0]  out_z,
  output        v
);
  wire [3:0] group_valid;
  wire [3:0] group_lzc [3:0];
  assign group_valid[3] = |in[31:24];
  assign group_lzc[3] = (in[31]) ? 3'd0 :
                        (in[30]) ? 3'd1 :
                        (in[29]) ? 3'd2 :
                        (in[28]) ? 3'd3 :
                        (in[27]) ? 3'd4 :
                        (in[26]) ? 3'd5 :
                        (in[25]) ? 3'd6 :
                        (in[24]) ? 3'd7 : 4'd8;
  assign group_valid[2] = |in[23:16];
  assign group_lzc[2] = (in[23]) ? 3'd0 :
                        (in[22]) ? 3'd1 :
                        (in[21]) ? 3'd2 :
                        (in[20]) ? 3'd3 :
                        (in[19]) ? 3'd4 :
                        (in[18]) ? 3'd5 :
                        (in[17]) ? 3'd6 :
                        (in[16]) ? 3'd7 : 4'd8;
  assign group_valid[1] = |in[15:8];
  assign group_lzc[1] = (in[15]) ? 3'd0 :
                        (in[14]) ? 3'd1 :
                        (in[13]) ? 3'd2 :
                        (in[12]) ? 3'd3 :
                        (in[11]) ? 3'd4 :
                        (in[10]) ? 3'd5 :
                        (in[9])  ? 3'd6 :
                        (in[8])  ? 3'd7 : 4'd8;
  assign group_valid[0] = |in[7:0];
  assign group_lzc[0] = (in[7]) ? 3'd0 :
                        (in[6]) ? 3'd1 :
                        (in[5]) ? 3'd2 :
                        (in[4]) ? 3'd3 :
                        (in[3]) ? 3'd4 :
                        (in[2]) ? 3'd5 :
                        (in[1]) ? 3'd6 :
                        (in[0]) ? 3'd7 : 4'd8;
  wire [1:0] sel;
  wire [1:0] sel2;
  assign sel = (group_valid[3]) ? 2'd3 :
               (group_valid[2]) ? 2'd2 :
               (group_valid[1]) ? 2'd1 :
               (group_valid[0]) ? 2'd0 : 2'd0;
  assign sel2 = (group_valid[3]) ? 2'd0 :
                (group_valid[2]) ? 2'd1 :
                (group_valid[1]) ? 2'd2 :
                (group_valid[0]) ? 2'd3 : 2'd0;
  wire [3:0] local_lzc;
  assign local_lzc = group_lzc[sel];
  assign out_z = {sel2,local_lzc[2:0]} ;
  assign v = |in;
endmodule
==> ./run.sh <==
#!/bin/bash
# OpenROAD 26Q1-2900-gdf79404cd8, Yosys 0.63+post, stock flow scripts
make -C /OpenROAD-flow-scripts/flow DESIGN_CONFIG=/design/flow/config.mk WORK_HOME=/design/flow/orfs finish
==> ./config.mk <==
export PLATFORM = sky130hd
export DESIGN_NAME = dequantizer_blockx2
export DESIGN_NICKNAME = dequantizer_blockx2
export VERILOG_FILES = /design/flow/design.v
export SDC_FILE = /design/flow/constraint.sdc
export NUM_CORES = 4
export LEC_CHECK = 1
export CORE_UTILIZATION = 30
==> ./constraint.sdc <==
current_design dequantizer_blockx2

set clk_period 15.7
set clk_io_pct 0.2

create_clock -name clk0 -period $clk_period [get_ports {clk}]

set non_clock_inputs [all_inputs -no_clocks]
set_input_delay [expr $clk_period * $clk_io_pct] -clock clk0 $non_clock_inputs
set_output_delay [expr $clk_period * $clk_io_pct] -clock clk0 [all_outputs]
==> flow_summary.json <==
{
  "status": "finished clean",
  "fp-utilization_pct": 30.3,
  "clk_latency_ns": 0.64,
  "start_kind": "input port",
  "ys_async_sr_fraction_pct": 0,
  "grt_pass1_wl_um": 212000,
  "fin_ws_ns": 6.98,
  "lay_top_cells": "inv_1 (966), ha_1 (548), fa_1 (540)",
  "netlist_instances": 5454,
  "syn_area_per_cell_um2": 8.80,
  "layout-drive-gt1-share_pct": 3.73,
  "grt.overflow.total": 0,
  "openroad.warnings": 49,
  "p_switching_mw": 1.01,
  "ant_nets": 0,
  "yosysWarningCount": 4,
  "critical_path_buf_inv_count": 2,
  "num_rows": 146,
  "boundaryPins": 132,
  "grt_max_degree": 68,
  "seq_power_share_pct": 37.2,
  "fin_crit_ns": 8.72,
  "grt_use_total_pct": 17.2,
  "path_max_fanout": 17,
  "path_cells": "clkdlybuf4s50_1 -> inv_1 -> ha_1 -> or3b_2 -> nor4_1 -> mux2_2 -> a32o_1 -> o2111a_1 -> nor3b_4 -> a21oi_1 -> nand2_1 -> o21ai_0 -> mux2i_1 -> a221oi_1 -> o32ai_1",
  "clkSinkCount": 410,
  "powerDensity_nw_per_um2": 60.3,
  "fin_crit_sh_pct": 55.6,
  "die_w_um": 402,
  "max_freq_mhz": 115,
  "ctsHtreeMaxLevel": 2,
  "p_clk_share_pct": 40.2,
  "drt_first_pass_iters": 5,
  "hold_ws_ns": 0.417,
  "cp.required_ns": 16.19,
  "holdPathStages": 2,
  "clk_pin_slew_ns": 0.06,
  "maxSlewHeadroom_pct": 26.2,
  "die_area_um2": 162000,
  "drt_wl_total_um": 132000,
  "ys_types": 96,
  "postCtsSetupRepairBufs": 0,
  "critPathKind": "in2reg",
  "core_area_um2": 159000,
  "post-place-ws_ns": 6.39,
  "cap_violations": 0,
  "drtIter0Drc": 2000,
  "r2r_slack_ns": 7.20,
  "p_total_mw": 3.22,
  "worstMarginPinSlew_ns": 1.08,
  "min_path_type": "reg2reg",
  "edf_count": 0,
  "setup_tns_ns": 0,
  "numPortBuffers": 131,
  "cts_tree": "built",
  "r2r_cells": 29,
  "finalCoreUtilization_pct": 33.6,
  "end_kind": "register",
  "synth_area_um2": 48000,
  "wl_per_cell_um": 17.4,
  "cts_hold_buf": 0,
  "cts_buffers": 49,
  "rsz0062_at_grt": "no",
  "p_leak_nw": 26.2,
  "p_sw_share_pct": 31.3,
  "die_h_um": 402,
  "hold_viol": 0,
  "clockBufferDepth": 3,
  "drcViolationCount": 0,
  "num_vias": 36300,
  "crit_cells": 15,
  "first_global_vias": 36900,
  "comb_power_share_pct": 22.6,
  "synth_chip_area_um2": 48000,
  "skew_ns": 0.0370,
  "flop_cell": "dfxtp_1",
  "postCtsResizedCells": 0,
  "ir_worst_vdd_v": 0.0000882,
  "final_common_cell": "inv_1",
  "ys_cells": 5454,
  "cp.arrival_ns": 9.21,
  "fillers": 16300,
  "p_int_mw": 2.21,
  "antenna_found_initial": 3,
  "drv_slew": 0,
  "slowest_stage": "a21oi_1",
  "viasPerCell": 4.78,
  "root_buffer": "clkbuf_16",
  "syn_to_final_growth_pct": 11.1,
  "place.gp.congestion": 0.959,
  "seq_area_um2": 8210,
  "crit_family": "AND-OR/OR-AND gates",
  "synth_seq_share_pct": 17.1,
  "dp_hpwl_um": 111000,
  "setup_viol": 0,
  "cp_slowest_stage_delay_ns": 0.74,
  "synth_flops": 410,
  "n_antenna_cell": 0,
  "logic_area_um2": 35400
}
## per-layer routing
layer / GRT usage (%) / wire [µm]
met2: 25.1 / 55200
met5: 0.208 / 41
met4: 2.38 / 2210
met3: 5.59 / 11300
met1: 25.9 / 63200
## synthesized netlist by cell type (all sizes together), types with 35 or more instances
master  count  area, µm²
a211oi     35        263
o211ai     38        285
o21ai     177        890
buf        35        173
and2      333       2080
inv       968       3630
ha        548       6860
nand2b     40        250
xor2      159       1390
mux2i      79        791
clkbuf    164        616
nor4       53        338
dfxtp     410       8210
xnor2     213       1870
nand4      41        257
nor2b      40        250
nand2     233        880
nor3       86        430
a21o      100        758
nor2      350       1320
fa        540      10800
a21oi     195        976
nand3     115        576
and3       53        332
## worst reg2reg max path, delay by kind of cell (launching register included)
family | cells | cell delay (ns)
AOI/OAI and AO/OA | 6 | 1.71
adders and majority gates | 8 | 3.27
buffers and inverters | 8 | 1.19
and+or+nand+nor | 6 | 1.78
DFF | 1 | 0.31
xor gates and xnor gates | 1 | 0.18
## power by group through the flow
stage / registers (mW) / logic, mW / clock network [mW]
5_1_grt: 1.21 / 0.816 / 1.38
4_1_cts: 1.20 / 0.731 / 1.33
6_report: 1.20 / 0.728 / 1.29
## cell families after synthesis
logic type               after synthesis  synth area share [%]
AND/OR/NAND/NOR                     1458                  15.8
buffers and inverters               1168                  9.22
adder cells (fa/ha/maj)             1097                  37.0
AND-OR/OR-AND                        835                  11.5
flip-flops                           410                  17.1
XOR/XNOR                             372                  6.79
multiplexers                         114                  2.56
## through the flow
step / std cells / instance area [µm²]
finish: 7590 / 53300
detailed placement: 7500 / 51400
global route: 7590 / 53300
global placement: 7500 / 51400
CTS: 7590 / 53300
floorplan: 5454 / 48000
## final cells by class
| class | count | share of cell area (%) |
|---|---|---|
| repair buffers | 173 | 3.05 |
| well taps | 2072 | 4.86 |
| clock inverters | 31 | 1.06 |
| inverters | 969 | 6.83 |
| flip-flops and latches | 410 | 15.4 |
| multi-input cells | 3876 | 66.4 |
| clock buffers | 59 | 2.45 |
## final timing paths
path                                      from                                      to
hold / removal         d_b1.int_to_fp.sign_reg                   d_b1.level_fp_reg[31]
setup reg to reg  d_b2.multiplier.op_b_reg[20]         d_b2.multiplier.product_reg[46]
hold reg to reg        d_b1.int_to_fp.sign_reg                   d_b1.level_fp_reg[31]
setup / recovery                     level1[0]  d_b1.int_to_fp.int_abs_shifted_reg[27]
Power figures rest on the tool's default switching activity, not on a simulated workload.
