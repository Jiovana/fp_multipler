--- /design/flow/design.v ---
module Multiplication_pipeline(
		input clk, rst,
		input [31:0] a_operand,
		input [31:0] b_operand,
		output exception, overflow, underflow,
		output [31:0] result
		);
wire sign,normalised,zero;
wire [8:0] exponent,sum_exponent, exponent_raw;
wire [22:0] product_mantissa;
wire [23:0] operand_a,operand_b;
wire [47:0] product,product_normalised;  
wire guard_bit, round_bit, sticky_bit, round_up;
assign sign = a_operand[31] ^ b_operand[31];
assign exception = (&a_operand[30:23]);
wire a_is_zero = (a_operand[30:23] == 8'd0) && (a_operand[22:0] == 23'd0);
assign operand_a = (|a_operand[30:23]) ? {1'b1,a_operand[22:0]} : {1'b0,a_operand[22:0]};
assign operand_b = {1'b1,b_operand[22:0]};
reg [23:0] op_a_reg, op_b_reg;
reg exception_reg, a_is_zero_reg, sign_reg;
reg [7:0] a_exponent_reg, b_exponent_reg;
always @ (posedge clk) begin
    if (!rst) begin
        op_a_reg       <= 'b0;  
        op_b_reg       <= 'b0;
        exception_reg  <= 'b0;
        a_is_zero_reg  <= 'b0;
        sign_reg       <= 'b0;
        a_exponent_reg <= 'b0; 
        b_exponent_reg <= 'b0;
    end else begin
        op_a_reg      <= operand_a;
        op_b_reg      <= operand_b;
        exception_reg <= exception;
        a_is_zero_reg <= a_is_zero;
        sign_reg      <= sign;
        a_exponent_reg <= a_operand[30:23]; 
        b_exponent_reg <= b_operand[30:23];
    end
end
assign product = op_a_reg * op_b_reg;	
assign sum_exponent = a_exponent_reg + b_exponent_reg;
assign exponent_raw = sum_exponent - 8'd127;
reg [47:0] product_reg;
reg [8:0] exponent_reg;
reg a_is_zero_reg2, exception_reg2, sign_reg2;
always @(posedge clk) begin
    if (!rst) begin
        product_reg    <= 'b0;
        exponent_reg   <= 'b0;
        a_is_zero_reg2 <= 'b0;
        exception_reg2 <= 'b0;
		  sign_reg2      <= 'b0;
    end else begin
        product_reg    <= product;
        exponent_reg   <= exponent_raw;
        a_is_zero_reg2 <= a_is_zero_reg;
        exception_reg2 <= exception_reg;
		  sign_reg2      <= sign_reg;
    end
end
assign normalised = product_reg[47];	
assign product_normalised = normalised ? product_reg : product_reg << 1;	
assign guard_bit = product_normalised[23];
assign round_bit = product_normalised[22];
assign sticky_bit = |product_normalised[21:0];
assign round_up = guard_bit & (round_bit | sticky_bit | product_normalised[24]);
assign product_mantissa = product_normalised[46:24] + round_up;
assign exponent = exponent_reg + normalised;
assign zero = exception_reg2 ? 1'b0 : a_is_zero_reg2 ? 1'b1 : ((product_mantissa == 23'd0) && (exponent == 8'd0));
assign overflow = ((exponent[8] & !exponent[7]) && !zero) ;  
assign underflow = ((exponent[8] & exponent[7]) && !zero) ? 1'b1 : 1'b0; 
assign result = exception_reg2 ? 32'd0 : zero ? {sign_reg2,31'd0} : overflow ? {sign_reg2,8'hFF,23'd0} : underflow ? {sign_reg2,31'd0} : {sign_reg2,exponent[7:0],product_mantissa};
endmodule
module dequantizer_block (
    input clk, rst,
    input [31:0] level_int,
    input is_weight,
    output reg [31:0] weight_fp_reg
);
    wire  [31:0] level_fp, qstep;
    wire  level_exception, level_overflow, level_underflow;
    int_to_fp32_pipeline int_to_fp (
		  .clk(clk),
		  .rst(rst),
        .int_in(level_int),
        .Exception(level_exception),
        .Overflow(level_overflow),
        .Underflow(level_underflow),
        .result(level_fp)
    );
    reg [31:0] level_fp_reg;
	 reg [31:0] qstep_reg1, qstep_reg2;
    always @(posedge clk) begin
        if (!rst) begin
            level_fp_reg <= 'b0;
				qstep_reg1 <= 'b0;
				qstep_reg2 <= 'b0;
        end else begin
            level_fp_reg <= level_fp;
				qstep_reg1 <= (is_weight) ? 32'h3abfffe0 : 32'h36200013;
				qstep_reg2 <= qstep_reg1;
		  end
    end
	 wire [31:0] weight_fp;
	 wire excp, ovfl, unfl;
	  Multiplication_pipeline multiplier (
		 .clk(clk),
		 .rst(rst),
		 .a_operand(level_fp_reg),
		 .b_operand(qstep_reg2),
		 .exception(excp),
		 .overflow(ovfl),
		 .underflow(unfl),
		 .result(weight_fp)
	  );
	  always @(posedge clk) begin
			if (!rst) begin
				weight_fp_reg = 'b0;
			end else begin
				weight_fp_reg = weight_fp;
			end
	  end
endmodule
module dequantizer_blockx4 (
	input clk, rst,
	input [31:0] level1, level2, level3, level4,
	input is_weight1, is_weight2, is_weight3, is_weight4,
	output [31:0] weight_fp1, weight_fp2, weight_fp3, weight_fp4
);
		dequantizer_block d_b1 (
        .clk(clk),
        .rst(rst),
        .level_int(level1),
        .is_weight(is_weight1),
        .weight_fp_reg(weight_fp1)
      );
		 dequantizer_block d_b2 (
        .clk(clk),
        .rst(rst),
        .level_int(level2),
        .is_weight(is_weight2),
        .weight_fp_reg(weight_fp2)
      );
		dequantizer_block d_b3 (
        .clk(clk),
        .rst(rst),
        .level_int(level3),
        .is_weight(is_weight3),
        .weight_fp_reg(weight_fp3)
      );
		 dequantizer_block d_b4 (
        .clk(clk),
        .rst(rst),
        .level_int(level4),
        .is_weight(is_weight4),
        .weight_fp_reg(weight_fp4)
      );
endmodule
module int_to_fp32_pipeline (
    input wire         clk, rst,
    input  wire [31:0] int_in,
    output wire        Exception,
    output wire        Overflow,
    output wire        Underflow,
    output wire [31:0] result
);
wire        sign;
wire [31:0] abs_val;
wire [4:0]  leading_zeros;
wire [8:0]  exponent_raw;
wire [22:0] mantissa;
wire        round_up, guard_bit, round_bit, sticky_bit;
wire [55:0] shifted_val;
wire [31:0] int_abs_shifted;
wire [23:0] mantissa_round, mantissa_ext;
wire [8:0]  exponent_final;
wire        mantissa_overflow;
wire        is_zero;
wire [4:0] out_lzc;
wire v_lzc;
wire [5:0] num_bits, num_exp;
wire [22:0] mantissa_piece;
assign sign = int_in[31];
assign abs_val = sign ? (~int_in + 1) : int_in;
assign is_zero = (abs_val == 32'd0);
miao_lzc32 lzc32(
    .in     (abs_val),
    .out_z  (out_lzc),
    .v      (v_lzc)
  );
assign leading_zeros = out_lzc;
assign int_abs_shifted = abs_val << leading_zeros;
assign num_bits = 'd32 - leading_zeros;
assign num_exp = num_bits - 'b1;
reg is_zero_reg, sign_reg;
reg [5:0] num_exp_reg;
reg [31:0] int_abs_shifted_reg;
always @(posedge clk) begin
    if (!rst) begin
      is_zero_reg         <= 'b0;
      num_exp_reg         <= 'b0;
      int_abs_shifted_reg <= 'b0;
      sign_reg            <= 'b0;
    end else begin
      is_zero_reg         <= is_zero;
      num_exp_reg         <= num_exp;
      int_abs_shifted_reg <= int_abs_shifted;
      sign_reg            <= sign;
    end
end
assign mantissa_piece = int_abs_shifted_reg[31:8]; 
assign guard_bit  = int_abs_shifted_reg[7];  
assign round_bit  = int_abs_shifted_reg[6];  
assign sticky_bit = |int_abs_shifted_reg[5:0];  
assign round_up   = guard_bit & (round_bit | sticky_bit | mantissa_piece[0]);
assign mantissa_ext = {1'b0, mantissa_piece};  
assign mantissa_round = mantissa_ext + round_up;
assign mantissa_overflow = mantissa_round[23];  
assign mantissa = mantissa_overflow ? mantissa_round[22:0] >> 1 : mantissa_round[22:0];
assign exponent_raw = 8'd127 + num_exp_reg + mantissa_overflow;
assign exponent_final = is_zero_reg ? 8'd0 : exponent_raw;
assign Exception = 1'b0;  
assign Overflow  = (exponent_final[8] & !exponent_final[7]) && !is_zero_reg;
assign Underflow = !is_zero_reg && (~|exponent_final);
assign result    = is_zero_reg   ? 32'd0 :
                   Overflow  ? {sign_reg, 8'hFF, 23'd0} :
                   Underflow ? {sign_reg, 31'd0} :
                   {sign_reg, exponent_final[7:0], mantissa};
endmodule
module lzc_miao_8_old (
  input [7:0] in,
  output wire [2:0] out_z,
  output wire v
  );
  wire q1, q2, q3, q4, q5, q6, q7;
  wire g1, g2, g3, g4;
  assign q1 = !(in[7] | in[6]);
  assign q2 = !(in[7] | (!in[6] & in[5]));
  assign q3 = !(in[5] | in[4]);
  assign q4 = in[4] | in[6];
  assign q5 = !(in[3] | in[2]);
  assign q6 = !(in[3] | (!in[2] & in[1]));
  assign q7 = !(in[1] | in[0]);
  assign g1 = !(q1 & q3);
  assign g2 = !(q1 & (!q3 | q5));
  assign g3 = !(q2 & (q4 | q6));
  assign g4 = !(q5 & q7);
  assign out_z[0] = g3;
  assign out_z[1] = g2;
  assign out_z[2] = g1;
  assign v = (g1 | g4);
endmodule
module lzc_miao_16 (
  input [15:0] in,
  output wire [3:0] out_z,
  output wire v
  );
  wire [2:0] zh, zl;
  wire vh, vl;
  lzc_miao_8 lzc_8_h (.in (in[15:8]), .out_z (zh), .v (vh));
  lzc_miao_8 lzc_8_l (.in (in[7:0]), .out_z (zl), .v (vl));
  assign out_z[0] = !(!zh[0] & (!vh & zl[0]));
  assign out_z[1] = !(!zh[1] & (!vh & zl[1]));
  assign out_z[2] = !(!zh[2] & (!vh & zl[2]));
  assign out_z[3] = !vh;
  assign v = !(vh | vl);
endmodule
module miao_lzc32 (
  input  [31:0] in,
  output [4:0]  out_z,
  output        v
);
  wire [3:0] group_valid;
  wire [3:0] group_lzc [3:0];
  assign group_valid[3] = |in[31:24];
  assign group_lzc[3] = (in[31]) ? 3'd0 :
                        (in[30]) ? 3'd1 :
                        (in[29]) ? 3'd2 :
                        (in[28]) ? 3'd3 :
                        (in[27]) ? 3'd4 :
                        (in[26]) ? 3'd5 :
                        (in[25]) ? 3'd6 :
                        (in[24]) ? 3'd7 : 4'd8;
  assign group_valid[2] = |in[23:16];
  assign group_lzc[2] = (in[23]) ? 3'd0 :
                        (in[22]) ? 3'd1 :
                        (in[21]) ? 3'd2 :
                        (in[20]) ? 3'd3 :
                        (in[19]) ? 3'd4 :
                        (in[18]) ? 3'd5 :
                        (in[17]) ? 3'd6 :
                        (in[16]) ? 3'd7 : 4'd8;
  assign group_valid[1] = |in[15:8];
  assign group_lzc[1] = (in[15]) ? 3'd0 :
                        (in[14]) ? 3'd1 :
                        (in[13]) ? 3'd2 :
                        (in[12]) ? 3'd3 :
                        (in[11]) ? 3'd4 :
                        (in[10]) ? 3'd5 :
                        (in[9])  ? 3'd6 :
                        (in[8])  ? 3'd7 : 4'd8;
  assign group_valid[0] = |in[7:0];
  assign group_lzc[0] = (in[7]) ? 3'd0 :
                        (in[6]) ? 3'd1 :
                        (in[5]) ? 3'd2 :
                        (in[4]) ? 3'd3 :
                        (in[3]) ? 3'd4 :
                        (in[2]) ? 3'd5 :
                        (in[1]) ? 3'd6 :
                        (in[0]) ? 3'd7 : 4'd8;
  wire [1:0] sel;
  wire [1:0] sel2;
  assign sel = (group_valid[3]) ? 2'd3 :
               (group_valid[2]) ? 2'd2 :
               (group_valid[1]) ? 2'd1 :
               (group_valid[0]) ? 2'd0 : 2'd0;
  assign sel2 = (group_valid[3]) ? 2'd0 :
                (group_valid[2]) ? 2'd1 :
                (group_valid[1]) ? 2'd2 :
                (group_valid[0]) ? 2'd3 : 2'd0;
  wire [3:0] local_lzc;
  assign local_lzc = group_lzc[sel];
  assign out_z = {sel2,local_lzc[2:0]} ;
  assign v = |in;
endmodule
--- /design/flow/run.sh ---
#!/bin/bash
# OpenROAD 26Q1-2900-gdf79404cd8, Yosys 0.63+post, stock flow scripts
make -C /OpenROAD-flow-scripts/flow DESIGN_CONFIG=/design/flow/config.mk WORK_HOME=/design/flow/orfs finish
--- /design/flow/config.mk ---
export PLATFORM = sky130hd
export DESIGN_NAME = dequantizer_blockx4
export DESIGN_NICKNAME = dequantizer_blockx4
export VERILOG_FILES = /design/flow/design.v
export SDC_FILE = /design/flow/constraint.sdc
export NUM_CORES = 4
export LEC_CHECK = 1
export CORE_UTILIZATION = 30
--- /design/flow/constraint.sdc ---
current_design dequantizer_blockx4

set clk_period 30.7
set clk_io_pct 0.2

create_clock -name clk0 -period $clk_period [get_ports {clk}]

set non_clock_inputs [all_inputs -no_clocks]
set_input_delay [expr $clk_period * $clk_io_pct] -clock clk0 $non_clock_inputs
set_output_delay [expr $clk_period * $clk_io_pct] -clock clk0 [all_outputs]
==> metrics.cfg <==
[status]
status=complete, no violations

[route]
wl_per_cell_um=17.3
dr.pass1.iters=5
drtAntennaViolNets=0
drt_iter0_markers=3482
via_count=70000
routed_wl_um=258000
drc=0
vias_per_cell=4.70

[worst_setup_path]
r2r_setup_slack_ns=21.54
cp-start-kind=input port
critPathLaunch=level3[11]
r2r_end=d_b2.multiplier.product_reg[47]
crit_top_cell=mux2i_1
slowest_delay_ns=0.65
slowest_stage=nor3_1
path_cells=clkdlybuf4s50_1, nor3_1, nand3_1, nor4_1, a31oi_1, o32a_1, or4_4, or3_4, o2111ai_4, buf_4, mux2i_1, a32oi_1, mux2i_1, a211oi_1, o311ai_1
r2r_start=d_b2.multiplier.op_b_reg[20]
crit_buf_inv=2
r2r_cells=30
required_ns=31.30
worstPathArrival_ns=12.04
critical_path_class=input port to flop
endpoint_kind=flop
critPathTopFamily=simple AND/OR/NAND/NOR gates
crit_path_max_fanout=44

[synth]
edf_count=0
yosysCellCount=10600
seq_area_frac_synth_pct=17.2
syn_avg_cell_area_um2=8.97
ys_warn_count=4
synth_cell_type_count=100
ys_area_um2=94800
flop_cell=dfxtp_1
synthCells=10600
ys_async_sr_fraction_pct=0
synth_flops=816
syn_area_um2=94800

[placement]
placed_area_um2=102000
portBuffers=261
place_congestion=0.985
dp_hpwl_um=218000

[finish]
final_cell_area_um2=105000
drive_gt1_share_pct=4.06
areaGrowthSynthToFinish_pct=10.9

[floorplan]
initCoreUtil_pct=30.1
chipWidth_um=564
coreArea_um2=315000
die-area_um2=318000
die_h_um=564
rows=206
ios=262

[final_timing]
fmax_mhz=87.5
slew_headroom_pct=36.8
finClkSkew_ns=0.0871
timing.final.hold_violations=0
finalSetupTns_ns=0
finalClockPeriodUsage_pct=37.2
setup_violations=0
period_minus_slack_ns=11.43
rsz0062_at_grt=false
worstMarginPinSlew_ns=0.941
drv_slew=0

[clocking]
cts_resized=0
postCtsSetupBuffers=0
cts_hold_buf=0
cts_root_buffer=clkbuf_16
path_clk_slew_ns=0.07
clk_path_buf_depth=3
clk_latency_ns=0.76
cts_sinks=816
numCtsBuffers=96
htreeDepth=3
cts_tree=done

[run]
drv_cap=0
log.warning_count=71

[pwr]
ir_worst_vdd_mv=0.0458
power_mw=3.14
p_leak_nw=53.0
p_per_area_nw_per_um2=29.9

[global_route]
grt_pass1_wl_um=410000
grt_pass1_vias=70900
antenna_found_initial=37
grt_max_degree=72
grt_usage_pct=17.0
grt.overflow.total=0

[worst_hold_path]
hold_path.class=flop to flop
hold_end=d_b2.level_fp_reg[31]
whs_path_depth=1
worstHoldStart=d_b2.int_to_fp.sign_reg

==> cells in the mapped netlist (all sizes together), types with 54 or more instances <==
library cell	count	area, um^2
nand3	186	931
mux2i	351	3510
buf	80	405
ha	1096	13700
xnor2	362	3170
xor2	363	3190
a21o	230	1730
o21ai	243	1220
a31oi	75	482
mux2	95	1070
nor3	142	716
or3	54	343
nor4	127	832
a21oi	334	1670
inv	1882	7060
o31ai	62	465
and3	93	582
fa	1082	21700
nand4	78	488
and2	636	3980
dfxtp	816	16300
nand2	465	1750
clkbuf	302	1130
nor2	682	2560
nor2b	84	526
==> cell type report <==
| type | instances | area (um^2) |
|---|---|---|
| sequential | 816 | 16300 |
| tap | 4160 | 5200 |
| inverter | 1883 | 7080 |
| multi-input combinational | 7496 | 69900 |
| clock buffer | 116 | 2560 |
| timing repair buffer | 341 | 3230 |
| antenna | 12 | 30.0 |
| clock inverter | 66 | 800 |
| fill | 32300 | 210000 |
==> placed cells by master (no fill, tap or decap), types with 93 or more instances in the layout <==
cell / count
fa_1: 1082
and3_1: 93
dfxtp_1: 811
mux2_2: 94
inv_1: 1878
mux2i_1: 351
a21o_1: 230
clkdlybuf4s50_1: 260
nand2_1: 464
clkbuf_16: 96
nand3_1: 186
xnor2_1: 362
a21oi_1: 334
and2_1: 635
xor2_1: 362
o21ai_0: 228
nor3_1: 141
nor4_1: 120
nor2_1: 681
ha_1: 1096
==> logic make-up after synthesis <==
| group | count (synthesis) | synth area share (%) |
|---|---|---|
| simple gates | 2773 | 15.2 |
| buf+inv | 2265 | 9.08 |
| fa+ha+maj | 2188 | 37.4 |
| compound gates | 1364 | 9.59 |
| flops | 816 | 17.2 |
| xor+xnor | 725 | 6.70 |
| mux | 446 | 4.83 |
==> through the flow <==
step	setup slack, ns	utilization (%)	cells	hold WS [ns]
floorplan	20.16	-	10600	0.399
global placement	18.63	32.3	14700	0.411
detailed placement	18.55	32.3	14700	0.411
CTS	19.36	33.4	14900	0.418
global route	18.89	33.4	14900	0.432
finish	19.27	33.4	14900	0.418
==> routing by layer <==
metal,global-route usage (%),part of all wire (%),vias up
met5,0,0.071,-
met4,4.17,3.0,28
met3,4.64,6.9,330
met2,26.6,45,1540
met1,23.9,45,33400
li1,-,-,34700
==> where the power goes <==
part	leakage [nW]	total, mW	switching [mW]	internal (mW)
clock	1.65	1.20	0.510	0.694
combinational	44.7	0.720	0.419	0.301
sequential	6.68	1.22	0.0806	1.14
==> worst max-delay path by stage <==
stage                 slack [ns]  cells after the start                                endpoint
after CTS                  19.36                     15  d_b3.int_to_fp.int_abs_shifted_reg[26]
after global routing       18.89                     15  d_b3.int_to_fp.int_abs_shifted_reg[26]
final                      19.27                     15  d_b3.int_to_fp.int_abs_shifted_reg[26]
No activity file was given, so power comes from the tool's default toggle rates.
