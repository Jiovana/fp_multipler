==> ./config.mk <==
export PLATFORM = sky130hd
export DESIGN_NAME = int_to_fp32
export DESIGN_NICKNAME = int_to_fp32
export VERILOG_FILES = /design/flow/design.v
export SDC_FILE = /design/flow/constraint.sdc
export NUM_CORES = 4
export LEC_CHECK = 1
export CORE_UTILIZATION = 30
==> ./constraint.sdc <==
current_design int_to_fp32

set clk_period 23.7
set clk_io_pct 0.2

create_clock -name clk0 -period $clk_period

set non_clock_inputs [all_inputs -no_clocks]
set_input_delay [expr $clk_period * $clk_io_pct] -clock clk0 $non_clock_inputs
set_output_delay [expr $clk_period * $clk_io_pct] -clock clk0 [all_outputs]
==> ./design.v <==
module int_to_fp32 (
    input  wire [31:0] int_in,
    output wire        Exception,
    output wire        Overflow,
    output wire        Underflow,
    output wire [31:0] result
);
wire        sign;
wire [31:0] abs_val;
wire [4:0]  leading_zeros;
wire [8:0]  exponent_raw;
wire [22:0] mantissa;
wire        round_up, guard_bit, round_bit, sticky_bit;
wire [55:0] shifted_val;
wire [31:0] int_abs_shifted;
wire [23:0] mantissa_round, mantissa_ext;
wire [8:0]  exponent_final;
wire        mantissa_overflow;
wire        is_zero;
wire [4:0] out_lzc;
wire v_lzc;
wire [5:0] num_bits, num_exp;
wire [22:0] mantissa_piece;
assign sign = int_in[31];
assign abs_val = sign ? (~int_in + 1) : int_in;
assign is_zero = (abs_val == 32'd0);
miao_lzc32 lzc (
    .in     (abs_val),
    .out_z  (out_lzc),
    .v      (v_lzc)
  );
assign leading_zeros = out_lzc;
assign num_bits = 'd32 - leading_zeros;
assign num_exp = num_bits - 'b1;
assign int_abs_shifted = abs_val << leading_zeros;
assign mantissa_piece = int_abs_shifted[31:8]; 
assign guard_bit  = int_abs_shifted[7];  
assign round_bit  = int_abs_shifted[6];  
assign sticky_bit = |int_abs_shifted[5:0];  
assign round_up   = guard_bit & (round_bit | sticky_bit | mantissa_piece[0]);
assign mantissa_ext = {1'b0, mantissa_piece};  
assign mantissa_round = mantissa_ext + round_up;
assign mantissa_overflow = mantissa_round[23];  
assign mantissa = mantissa_overflow ? mantissa_round[22:0] >> 1 : mantissa_round[22:0];
assign exponent_raw = 8'd127 + num_exp + mantissa_overflow;
assign exponent_final = is_zero ? 8'd0 : exponent_raw;
assign Exception = 1'b0;  
assign Overflow  = (exponent_final[8] & !exponent_final[7]) && !is_zero;
assign Underflow = !is_zero && (~|exponent_final);
assign result    = is_zero   ? 32'd0 :
                   Overflow  ? {sign, 8'hFF, 23'd0} :
                   Underflow ? {sign, 31'd0} :
                   {sign, exponent_final[7:0], mantissa};
endmodule
module lzc_miao_8_old (
  input [7:0] in,
  output wire [2:0] out_z,
  output wire v
  );
  wire q1, q2, q3, q4, q5, q6, q7;
  wire g1, g2, g3, g4;
  assign q1 = !(in[7] | in[6]);
  assign q2 = !(in[7] | (!in[6] & in[5]));
  assign q3 = !(in[5] | in[4]);
  assign q4 = in[4] | in[6];
  assign q5 = !(in[3] | in[2]);
  assign q6 = !(in[3] | (!in[2] & in[1]));
  assign q7 = !(in[1] | in[0]);
  assign g1 = !(q1 & q3);
  assign g2 = !(q1 & (!q3 | q5));
  assign g3 = !(q2 & (q4 | q6));
  assign g4 = !(q5 & q7);
  assign out_z[0] = g3;
  assign out_z[1] = g2;
  assign out_z[2] = g1;
  assign v = (g1 | g4);
endmodule
module lzc_miao_16 (
  input [15:0] in,
  output wire [3:0] out_z,
  output wire v
  );
  wire [2:0] zh, zl;
  wire vh, vl;
  lzc_miao_8 lzc_8_h (.in (in[15:8]), .out_z (zh), .v (vh));
  lzc_miao_8 lzc_8_l (.in (in[7:0]), .out_z (zl), .v (vl));
  assign out_z[0] = !(!zh[0] & (!vh & zl[0]));
  assign out_z[1] = !(!zh[1] & (!vh & zl[1]));
  assign out_z[2] = !(!zh[2] & (!vh & zl[2]));
  assign out_z[3] = !vh;
  assign v = !(vh | vl);
endmodule
module miao_lzc32 (
  input  [31:0] in,
  output [4:0]  out_z,
  output        v
);
  wire [3:0] group_valid;
  wire [3:0] group_lzc [3:0];
  assign group_valid[3] = |in[31:24];
  assign group_lzc[3] = (in[31]) ? 3'd0 :
                        (in[30]) ? 3'd1 :
                        (in[29]) ? 3'd2 :
                        (in[28]) ? 3'd3 :
                        (in[27]) ? 3'd4 :
                        (in[26]) ? 3'd5 :
                        (in[25]) ? 3'd6 :
                        (in[24]) ? 3'd7 : 4'd8;
  assign group_valid[2] = |in[23:16];
  assign group_lzc[2] = (in[23]) ? 3'd0 :
                        (in[22]) ? 3'd1 :
                        (in[21]) ? 3'd2 :
                        (in[20]) ? 3'd3 :
                        (in[19]) ? 3'd4 :
                        (in[18]) ? 3'd5 :
                        (in[17]) ? 3'd6 :
                        (in[16]) ? 3'd7 : 4'd8;
  assign group_valid[1] = |in[15:8];
  assign group_lzc[1] = (in[15]) ? 3'd0 :
                        (in[14]) ? 3'd1 :
                        (in[13]) ? 3'd2 :
                        (in[12]) ? 3'd3 :
                        (in[11]) ? 3'd4 :
                        (in[10]) ? 3'd5 :
                        (in[9])  ? 3'd6 :
                        (in[8])  ? 3'd7 : 4'd8;
  assign group_valid[0] = |in[7:0];
  assign group_lzc[0] = (in[7]) ? 3'd0 :
                        (in[6]) ? 3'd1 :
                        (in[5]) ? 3'd2 :
                        (in[4]) ? 3'd3 :
                        (in[3]) ? 3'd4 :
                        (in[2]) ? 3'd5 :
                        (in[1]) ? 3'd6 :
                        (in[0]) ? 3'd7 : 4'd8;
  wire [1:0] sel;
  wire [1:0] sel2;
  assign sel = (group_valid[3]) ? 2'd3 :
               (group_valid[2]) ? 2'd2 :
               (group_valid[1]) ? 2'd1 :
               (group_valid[0]) ? 2'd0 : 2'd0;
  assign sel2 = (group_valid[3]) ? 2'd0 :
                (group_valid[2]) ? 2'd1 :
                (group_valid[1]) ? 2'd2 :
                (group_valid[0]) ? 2'd3 : 2'd0;
  wire [3:0] local_lzc;
  assign local_lzc = group_lzc[sel];
  assign out_z = {sel2,local_lzc[2:0]} ;
  assign v = |in;
endmodule
==> ./run.sh <==
#!/bin/bash
# OpenROAD 26Q1-2900-gdf79404cd8, Yosys 0.63+post, stock flow scripts
make -C /OpenROAD-flow-scripts/flow DESIGN_CONFIG=/design/flow/config.mk WORK_HOME=/design/flow/orfs finish
==> results.py <==
# Metrics from the implementation run
metrics = {
    "power_and_ir_drop": {
        "p_int_mw": 0.0795,
        "p_seq_share_pct": 0,
        "vdd_drop_max_uv": 9.49,
        "p_leak_nw": 1.94,
        "p_sw_share_pct": 56.2,
        "cellPowerDensity_mw_per_mm2": 31.6,
        "switchingPower_mw": 0.102,
        "combPwrFrac_pct": 100.0,
        "clock_power_share_pct": 0,
        "p_total_mw": 0.181,
    },
    "finish": {
        "syn_to_final_growth_pct": 12.7,
        "flop-count": 0,
        "final_cells": 1005,
        "logic_area_mm2": 0.00469,
        "fillers": 1818,
        "drive_above_1_share_pct": 8.79,
        "seq_area_um2": 0,
        "nClkBuffers": 0,
    },
    "drt": {
        "top_layer": "met4",
        "ant_nets": 0,
        "wl_per_cell_um": 19.1,
        "drtPass1Iterations": 6,
        "wl_met2_um": 9090,
        "vias": 6350,
        "n_antenna_cell": 0,
        "routed-wl-met3_um": 1450,
        "first_iter_violations": 741,
        "drt_wl_total_um": 19200,
        "viasPerCell": 6.32,
        "route.detailed.drc": 0,
        "met1_length_um": 8200,
    },
    "sta": {
        "final-setup-viol-count": 0,
        "setup-tns-final_ps": 0,
        "fmaxAchievable_mhz": 54.2,
        "final.setup.worst_slack_ps": 5250,
        "worst_slew_pin_slew_ps": 900,
        "finalClockPeriodUsage_pct": 77.9,
        "finalHoldViolations": 0,
        "slew_headroom_pct": 39.8,
        "layout_min_cycle_time_ps": 18450,
        "whs_ps": 11140,
        "finalMaxSlewViolations": 0,
        "rsz0062_at_grt": "false",
    },
    "logic_synthesis": {
        "synthesis.area_mm2": 0.00510,
        "yosys.stat.seqShare_pct": 0,
        "ys_cells": 778,
        "syn_area_per_cell_um2": 6.55,
        "synth_chip_area_mm2": 0.00510,
        "ys_warn_count": 1,
        "ys_types": 93,
        "synth_cells": 778,
    },
    "die": {
        "coreArea_mm2": 0.0166,
        "dieHeight_um": 132,
        "rows": 47,
        "die_w_um": 132,
        "initCoreUtil_pct": 30.7,
        "ios": 67,
        "die_area_mm2": 0.0175,
    },
    "place": {
        "place_hpwl_um": 15000,
        "gp_congestion": 0.962,
        "place_inst": 1005,
        "pre_cts_slack_ps": 5470,
        "port_buffers": 64,
    },
    "cts": {
        "cts_resized": 0,
        "postCtsSetupRepairBufs": 0,
        "cts_hold_buf": 0,
    },
    "critical_path": {
        "crit_start": "int_in[0]",
        "worstSetupPathType": "input port to primary output",
        "critPathArrivalTime_ps": 13710,
        "worstSetupStartpointType": "input port",
        "end_kind": "primary output",
        "critPathRequiredTime_ps": 18960,
        "path_max_fanout": 40,
    },
    "global_route": {
        "gr-total-overflow": 0,
        "antenna_found_initial": 0,
        "grt_max_degree": 52,
        "grt_pass1_vias": 5712,
        "grt_pass1_wl_um": 30900,
        "grt_use_total_pct": 21.8,
    },
    "min_path": {
        "min_from": "int_in[0]",
        "min_path_type": "input port to primary output",
    },
    "flow_run": {
        "warning_count": 32,
        "max_cap_viol_count": 0,
    },
    "run_status": {
        "status": "completed",
    },
}
-- worst max-delay path: stages --
cell	delay (ps)
clkdlybuf4s50_1	530
inv_1	270
ha_1	220
nor3b_1	660
nand4_1	430
nor3_1	590
a41oi_1	280
a21oi_1	520
nand4_1	680
o211ai_4	370
buf_4	440
inv_2	420
mux4_2	540
mux2_2	300
nand3_1	80
a2bb2oi_1	120
or4_4	580
nor2_8	190
nand3_1	90
or3_1	420
ha_1	230
ha_1	220
nand3_1	90
nand2_1	60
o21ai_0	110
clkdlybuf4s50_1	490
-- metal layers --
| metal | track usage [%] | vias up |
|---|---|---|
| li1 | - | 3017 |
| met1 | 30.0 | 2986 |
| met2 | 36.8 | 310 |
| met3 | 2.47 | 37 |
| met4 | 4.60 | 0 |
| met5 | 0 | - |
-- layout by cell type, fill, tap and decap left out, drive strengths merged, types with 6 or more instances in the layout --
| cell | n |
|---|---|
| nand3 | 24 |
| o211ai | 15 |
| o221ai | 7 |
| a31oi | 11 |
| buf | 13 |
| a21oi | 41 |
| or3 | 15 |
| a211oi | 14 |
| o21ai | 64 |
| nor3 | 41 |
| o2111ai | 11 |
| xnor2 | 28 |
| or2 | 12 |
| inv | 10 |
| a21o | 7 |
| xor2 | 27 |
| mux2i | 27 |
| nor4 | 21 |
| nor2 | 86 |
| mux2 | 15 |
| nand2 | 66 |
| nand4 | 14 |
| o31ai | 12 |
| or4 | 9 |
| o311ai | 6 |
| and3 | 9 |
| o41ai | 6 |
| clkdlybuf4s50 | 64 |
-- synthesized netlist by cell type (6+ instances only) --
master | count | area, µm²
a211oi_1 | 14 | 105
o21ai_1 | 7 | 35.0
nand3_1 | 23 | 115
o31ai_1 | 11 | 82.6
nor2_1 | 85 | 319
o2111ai_1 | 11 | 96.3
o221ai_1 | 7 | 61.3
or3_1 | 15 | 93.8
nand2_1 | 65 | 244
xnor2_1 | 28 | 245
o211ai_1 | 13 | 97.6
mux2i_1 | 26 | 260
nor4_1 | 18 | 113
buf_1 | 8 | 30.0
a31oi_1 | 11 | 68.8
clkbuf_1 | 34 | 128
or2_2 | 10 | 62.6
buf_2 | 15 | 75.1
inv_1 | 9 | 33.8
a21oi_1 | 40 | 200
nand4_1 | 14 | 87.6
a21o_1 | 7 | 52.6
mux2_2 | 15 | 169
or4_1 | 6 | 45.0
nor3_1 | 40 | 200
and3_1 | 9 | 56.3
buf_6 | 10 | 113
xor2_1 | 27 | 236
o21ai_0 | 57 | 285
-- cell type report --
type / instances / share of cell area (%)
tap: 220 / 4.79
timing repair buffer: 77 / 12.8
inverter: 11 / 0.719
multi-input combinational: 697 / 81.6
-- power groups by stage --
stage	Sequential (mW)	Clock [mW]	Combinational (mW)
after global routing	0	0	0.197
final	0	0	0.181
after CTS	0	0	0.179
-- through the flow --
step	utilization, %	cell area (µm²)
after floorplan	-	5100
after global placement	34.6	5750
after detailed placement	34.6	5750
after CTS	34.6	5750
after global routing	34.6	5750
final	34.6	5750
-- final timing paths --
path         end  slack (ps)  depth (start not counted)
min    result[0]       11140                          7
max   result[27]        5250                         26
-- cells by family after synthesis --
group,after synthesis,share of synthesized area (%)
xor gates and xnor gates,55,9.45
buffers and inverters,83,8.32
and+or+nand+nor,323,33.2
other,1,0.0736
AOI/OAI and AO/OA,267,37.8
adders and majority gates,4,0.982
muxes,45,10.2
Power is estimated from default activity; no workload was simulated.
